**flow/run.sh**
```bash
#!/bin/bash
# OpenROAD 26Q1-2900-gdf79404cd8, Yosys 0.63+post, stock flow scripts
make -C /OpenROAD-flow-scripts/flow DESIGN_CONFIG=/design/flow/config.mk WORK_HOME=/design/flow/orfs finish
```
**flow/config.mk**
```make
export PLATFORM = sky130hd
export DESIGN_NAME = HAZERD_UNIT
export DESIGN_NICKNAME = HAZERD_UNIT
export VERILOG_FILES = /design/flow/design.v
export SDC_FILE = /design/flow/constraint.sdc
export NUM_CORES = 4
export LEC_CHECK = 1
export CORE_AREA = 10 10 174 174
export DIE_AREA = 0 0 184 184
```
**flow/constraint.sdc**
```tcl
current_design HAZERD_UNIT

set clk_period 4.6
set clk_io_pct 0.2

create_clock -name clk0 -period $clk_period [get_ports {clk}]

set non_clock_inputs [all_inputs -no_clocks]
set_input_delay [expr $clk_period * $clk_io_pct] -clock clk0 $non_clock_inputs
set_output_delay [expr $clk_period * $clk_io_pct] -clock clk0 [all_outputs]
```
**flow/design.v**
```verilog
module HAZERD_UNIT(clk,reset,IS_LOAD,In_IF_ID,In_ID_EX,read_data1,read_data2,In_EX_MEM,In_MEM_WB,RD_MEM_WB,ALUD_MEM_WB,WriteCTRL_EX_MEM,WriteCTRL_MEM_WB,WB_MUX,OUT_A,OUT_B,STALL);
input clk,reset,WriteCTRL_EX_MEM,WriteCTRL_MEM_WB,WB_MUX,IS_LOAD;  
input [135:104]In_ID_EX;	 
input [31:0]In_IF_ID;		 
input [103:72]read_data1;	 
input [71:41]read_data2;	 
input [10:6]In_EX_MEM;  	 
input [6:2]In_MEM_WB;		 
input [70:39]RD_MEM_WB;		 
input [38:7]ALUD_MEM_WB;	 
output reg [31:0]OUT_A,OUT_B;	 
output reg STALL;
reg [1:0] FRWD_A,FRWD_B; 
always @ (posedge clk)
begin
if(reset)begin
	FRWD_A <= 0;
	FRWD_B <= 0;
	STALL <= 0;
end
else begin
if(In_ID_EX[19:15] != 0 && In_ID_EX[19:15] == In_EX_MEM && WriteCTRL_EX_MEM) FRWD_A <= 2'b10;    
else if(In_ID_EX[123:119] != 0 && In_ID_EX[123:119] == In_MEM_WB && WriteCTRL_EX_MEM) FRWD_A <= 2'b01;    
else FRWD_A <= 2'b00;
if(In_ID_EX[24:20] != 0 && In_ID_EX[19:15] == In_EX_MEM && WriteCTRL_MEM_WB) FRWD_B <= 2'b10; 	 
else if(In_ID_EX[123:119] != 0 && In_ID_EX[123:119] == In_MEM_WB && WriteCTRL_MEM_WB) FRWD_B <= 2'b01;    
else FRWD_B <= 2'b00;
if (In_IF_ID[19:15] == In_ID_EX[115:111] || In_IF_ID[24:20] == In_ID_EX[115:111] && IS_LOAD) STALL <= 1;
else STALL <= 0;
case(FRWD_A)	 
	4'b01 :
	begin
	if(WB_MUX) OUT_A <= RD_MEM_WB;		 
	else OUT_A <= ALUD_MEM_WB ;         	 
	end
	2'b10 : OUT_A <= In_EX_MEM;		 
	default : OUT_A <= read_data1;				
endcase
case(FRWD_B)	 
	4'b01 :
	begin
	if (WB_MUX) OUT_B <= RD_MEM_WB;		 
	else OUT_A <= ALUD_MEM_WB ;		 
	end
	2'b10 : OUT_B <= In_EX_MEM;		 
	default : OUT_B <= read_data2;				
endcase
end
end
endmodule
```
==> results.cfg <==
; physical design summary
[timing]
hold_viol = 0
clock_skew_ns = 0.009404
period_needed_ns = 2.439
rsz0062_at_grt = false
worst_pin_slew_ns = 0.5721
setup_viol = 0
fmax_mhz = 410.0
timing.slew.headroom_pct = 61.86
slew_viol_final = 0
final.setup.tns_ns = 0
finalWorstSetupSlack_ns = 2.161
fin_crit_sh_pct = 53.02

[placement]
dp_cells = 790
dpl.hpwl_mm = 11.19
place_ws_ns = 1.762
portBuffers = 222
placed_cell_area_um2 = 6038
place_congestion = 0.7674

[floorplanning]
pin_count = 272
fp-row-count = 59
die_w_um = 184
initial_core_util_pct = 13.17
die_y_um = 184
chip_area_um2 = 33860
core_area_um2 = 26280

[routing]
n_antenna_cell = 0
drt_iter0_markers = 90
num_vias = 3025
drc = 0
wl_per_cell_um = 18.50
viasPerCell = 3.762
drt-pass1-iter-count = 4
routed_wl_mm = 14.88
final_antenna_net_count = 0

[critical_path]
reg2reg_depth = 2
cp_max_fo = 28
cp.required_ns = 4.78
worstReg2RegStart = FRWD_B[1]
reg2reg_to = OUT_B[27]
crit_start = WB_MUX
cp-end-kind = flop
cp-start-kind = primary input
r2r_slack_ns = 2.76
crit_type = primary input to flop
worst_ep_arrival_time_ns = 2.61

[global_routing]
grt_max_degree = 37
grt_use_total_pct = 8.515
antenna_found_initial = 0
grt_overflow = 0
grt_pass1_wl_mm = 21.23
grt_pass1_vias = 3297

[synth]
yosys_cells = 248
ys_seq_share_pct = 57.25
edf_count = 64
ys_top_cells_by_count = edfxtp_1 (64), a21oi_1 (32), o32ai_1 (32), mux2_2 (31), mux2i_1 (31)
most_common_cell = edfxtp_1
top_cell_area_share_pct = 55.51
async_flop_share_pct = 0
ys_ff = 67
yosysWarnings = 5
synth_area_um2 = 3462
flop_cell = edfxtp_1
synthTopCellsByArea = edfxtp_1 (56%), mux2_2 (10%), mux2i_1 (9.0%)
synth_area_leader_cell = edfxtp_1
yosys_area_um2 = 3462
avgSynthCellArea_um2 = 13.96
synth_cell_types = 25
synthesis.instances = 248

[clock_tree]
numClockSinks = 67
clk_pin_slew_worst_paths_ns = 0.05
cts_hold_buf = 0
clk_latency_ns = 0.34
cts_tree = yes
clockBufferDepth = 2
clockRootBuffer = clkbuf_16
cts_made_buffers = 9
post-cts-setup-buffers = 0
htree_num_levels = 3
cts-resized-gates = 0

[cells_and_area]
drive_gt1_share_pct = 11.94
fin_area_um2 = 6287
final_cells = 804
n_fill_cell = 2792
syn_to_final_growth_pct = 81.60
fin_util_pct = 23.92

[power_and_ir_drop]
p_per_area_nw_per_um2 = 263.3
peakVddDrop_v = 0.0001135
p_leak_nw = 2.005

[job]
warnings = 74
max_cap_violations = 0

[hold_path]
hold_depth = 1
worstHoldEndpoint = OUT_B[19]
hp-start = FRWD_B[1]
hp-class = flop to flop

[run_status]
status = finished, final reports clean
==> per-layer routing <==
metal  vias up  GRT usage [%]  share of wire [%]
met3        12          3.919                 11
met2       148          13.92                 48
li1       1455              -                  -
met4         0          1.049                1.3
met5         -              0                  0
met1      1410          10.39                 40
==> cell families (layout without fill, tap and decap cells) <==
family	after synthesis	in the layout	share of synthesized area, %
buffers and inverters	24	245	4.120
XOR/XNOR	14	14	3.542
multiplexers	63	63	19.37
AND/OR/NAND/NOR	13	13	2.241
flip-flops	67	67	57.25
AND-OR/OR-AND	67	67	13.48
==> how the worst max path moves through the flow <==
| stage | to | cells past startpoint |
|---|---|---|
| 4_1_cts | OUT_A[1] | 6 |
| 5_1_grt | OUT_A[1] | 6 |
| 6_report | OUT_A[1] | 6 |
==> critical path: stages <==
cell and delay (ns):
buf_2 0.29, buf_4 0.37, o21bai_4 0.22, buf_4 0.42
o32ai_1 0.16, a21oi_1 0.16
==> sequential cells by signal, summed over array words and instances, names as in the netlist <==
register  flops
FRWD_A        1
FRWD_B        1
OUT_A        32
OUT_B        32
STALL         1
==> power breakdown <==
group	switching (mW)	leakage, nW	total, mW	internal [mW]
clock network	0.272	0.119	0.627	0.355
registers	0.0107	0.662	0.721	0.711
logic	0.0915	1.22	0.307	0.215
==> layout make-up <==
| type | count | area, µm² | share of cell area (%) |
|---|---|---|---|
| Timing Repair Buffer | 228 | 2262 | 35.98 |
| Sequential cell | 67 | 1989 | 31.64 |
| Multi-Input combinational cell | 157 | 1356 | 21.57 |
| Tap cell | 335 | 419.2 | 6.667 |
| Clock buffer | 10 | 229.0 | 3.642 |
| Clock inverter | 4 | 20.02 | 0.3184 |
| Inverter | 3 | 11.26 | 0.1791 |
==> cell usage in the layout, fill, tap and decap left out <==
master / Yosys / final
edfxtp_1: 64 / 64
clkinvlp_4: 0 / 1
mux2_1: 1 / 1
inv_1: 3 / 2
buf_2: 8 / 1
clkbuf_1: 3 / 1
a21oi_1: 32 / 31
nand2b_1: 1 / 1
o32ai_1: 32 / 32
or4_4: 1 / 1
mux2_2: 31 / 31
mux2i_1: 31 / 31
o22ai_1: 1 / 1
xor2_1: 1 / 1
a21oi_4: 0 / 1
o21bai_4: 0 / 1
clkinv_2: 0 / 1
nor3_1: 3 / 3
and2_1: 1 / 1
nand3_1: 2 / 2
nor2_1: 1 / 1
nand4_1: 4 / 4
dfxtp_1: 3 / 1
clkbuf_16: 0 / 9
dfxtp_4: 0 / 2
clkinv_1: 0 / 2
buf_4: 7 / 6
inv_2: 0 / 1
a21oi_2: 1 / 1
xnor2_1: 13 / 13
clkdlybuf4s50_1: 0 / 221
==> through the flow <==
step                      power [mW]  hold slack, ns
after floorplan               0.8030          0.7412
after global placement         1.044          0.8520
after detailed placement       1.047          0.8605
after CTS                      1.697          0.8653
after global routing           1.736          0.8988
final                          1.655          0.8606
No activity file was given, so power comes from the tool's default toggle rates.
